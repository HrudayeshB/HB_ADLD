**design/flow/config.mk**
```make
export PLATFORM = sky130hd
export DESIGN_NAME = divide_by_4_counter
export DESIGN_NICKNAME = divide_by_4_counter
export VERILOG_FILES = /design/flow/design.v
export SDC_FILE = /design/flow/constraint.sdc
export NUM_CORES = 4
export LEC_CHECK = 1
export CORE_AREA = 10 10 70 70
export DIE_AREA = 0 0 80 80
```
**design/flow/constraint.sdc**
```tcl
current_design divide_by_4_counter

set clk_period 1.7
set clk_io_pct 0.2

create_clock -name clk0 -period $clk_period [get_ports {clk1}]

set non_clock_inputs [all_inputs -no_clocks]
set_input_delay [expr $clk_period * $clk_io_pct] -clock clk0 $non_clock_inputs
set_output_delay [expr $clk_period * $clk_io_pct] -clock clk0 [all_outputs]
```
**design/flow/design.v**
```verilog
module divide_by_4_counter(
	input clk1, rst,
	output reg clk2
);
reg [1:0] counter = 2'd0;
always @ (posedge clk1) begin
	if (rst) clk2 <= 1;
	else begin 
		if (counter == 1) begin
			clk2 <= ~clk2;  
			counter <= 0; end 
		else counter <= counter + 1;
	end
end
endmodule
```
**design/flow/run.sh**
```bash
#!/bin/bash
# OpenROAD 26Q1-2900-gdf79404cd8, Yosys 0.63+post, stock flow scripts
make -C /OpenROAD-flow-scripts/flow DESIGN_CONFIG=/design/flow/config.mk WORK_HOME=/design/flow/orfs finish
```
==> Slide: Implementation Results <==
Run Summary

STA
  • Slew Limit Headroom: about nine tenths
  • Clock Skew: roughly 0.1 ps
  • Tcrit/Tclk final: 81.12%
  • Highest Clock Rate: roughly 0.73 GHz
  • Final worst setup slack: 320.9 ps
  • Slew Viols, Final: 0
  • RSZ-0062 raised after global routing: false
  • Final Critical Period: ~1400 ps
  • Final setup vio count: 0
  • Final number of hold-violating endpoints: 0
  • Setup TNS: 0 ps
  • Worst slew pin tran: between 100 and 150 ps

Routing
  • Total wire length: between 200 and 250 um
  • Iteration-0 DRC Markers: 0
  • Via count: 83
  • Number of detailed-route iterations in the first pass: 1
  • Ant diodes: 0
  • Routed vias/inst: between 1 and 1.5
  • Detail Route Antenna Nets: 0
  • DRC: 0
  • Wire per inst: 3.919 um

Floorplan
  • Core ar.: approximately 3400 um2
  • Die area: about 6400 um2
  • Die Height: 80 um
  • Die Wd: around 80 um
  • Initial Util: between 3 and 4%
  • IO Count: 3
  • Row count: 21

Flow run
  • MaxCap Viol Count: 0
  • Tool Warnings: 25

Critical path
  • Maximum fanout along the worst path: 2
  • Worst Reg-to-Reg Cells: 3
  • Setup CP Type: reg2out
  • Flop2flop setup slack: 710 ps
  • Crit Reg-Reg Startpoint: counter[0]
  • Largest stage delay, worst path: ~480 ps
  • Slowest cell on crit path: clkdlybuf4s50_1
  • Setup crit end kind: output port
  • CP Buf/Inv Count: 1
  • Critical path's top delay family: buffers and inverters
  • Crit start category: flop
  • Worst-path cell chain: clkdlybuf4s50_1
  • CP arrival: around 1000 ps
  • Reg2reg end: clk2
  • Worst Path Required: between 1000 and 1500 ps

Pwr
  • Pwr per Cell Area: between 1000 and 1500 nW/um2
  • Static Leak: 0.00007723 uW
  • Peak VDD IR: between 0.1 and 0.15 mV

Run status
  • Status: finished, final reports clean

Synthesis
  • Yosys cell count: 10
  • Mapped cell area: between 100 and 150 um2
  • Synth flops: 3
  • Post-synth seq share: around two thirds
  • Syn Area/Cell: 12.01 um2
  • Cell type with the largest total area: edfxtp_1
  • Post-Synthesis Cells: 10
  • Area share, top type: approximately 50%
  • Unique cell types: 7
  • Area contributors post-synth: edfxtp_1 (50%), dfxtp_1 (17%), ha_1 (10%)
  • Total number of yosys warnings: 1
  • Yosys Chip Area: between 100 and 150 um2

Finish
  • Most numerous logic cell after layout: clkbuf_4
  • Top Layout Cells: clkbuf_4 (3), nor2_1 (2), inv_1 (2), edfxtp_1 (2), clkdlybuf4s50_1 (2)
  • Area grow syn2layout: 86.46%
  • Fin area: around 220 um2
  • Fillers: between 400 and 500
  • Layout cell share with drive strength beyond 1: 18.75%
  • Final cell count without fillers: 62

Placement
  • Dpl ws: between 500 and 600 ps
  • Placed inst area: around 200 um2
  • Dpl cells: approximately 58
  • PortBufs: 2
  • Final Wtd Congestion: 0.5924
  • DP HPWL: roughly 180 um

Clocking
  • Root Driver: clkbuf_4
  • TritonCTS buffer count: 3
  • CTS tree: done
  • CTS resizes: 0
  • Latency at later pin: 230 ps
  • Number of setup buffers added after CTS: 0
  • Clock Sinks: 3
  • CTS hold repair buffers: 0
  • Clk slew on worst S/H paths: around 30 ps
  • H-Tree Depth: 1
  • Clock Path Buffers: 2

Global routing
  • GRT Residual Overflow: 0
  • Largest net degree at the start of global routing: 4
  • Vias in the first global route: 87
  • Initial antenna violation count: 0
  • First-pass GRT wire length: ~350 um
  • All-Layer GR Usage: 0.8121%

Min path
  • HP Start: clk2
  • Worst hold path type: reg2reg
  • Worst hold stages: 2
  • Hold path endpoint: clk2
-- cell usage after synthesis --
cell type	number
dfxtp_1	1
edfxtp_1	2
ha_1	1
inv_1	2
nand2_1	1
nor2_1	2
xnor2_1	1
-- registers in the layout, summed over array words and instances (netlist names) --
name     flops
clk2         1
counter      2
-- cell type report --
class	count	area, um2	share of cell area, %
repair buffers	2	20.02	8.939
flip-flops and latches	3	80.08	35.75
well taps	46	57.56	25.70
multi-input cells	5	32.53	14.53
inverters	2	7.507	3.352
clock buffers	4	26.28	11.73
-- per-layer routing --
metal | wire length, um | share of wire [%] | vias up | track usage, %
met2 | 112 | 46 | 2 | 0.8026
met4 | 0 | 0 | 0 | 0.5282
met3 | 41 | 17 | 0 | 1.364
met5 | 0 | 0 | - | 0
li1 | - | - | 42 | -
met1 | 90 | 37 | 39 | 0.6684
-- cell families after synthesis --
kind of cell | after synthesis | share of synthesized area (%)
XOR/XNOR | 1 | 7.293
flip-flops | 3 | 66.67
buffers and inverters | 2 | 6.252
adder cells (fa/ha/maj) | 1 | 10.42
AND/OR/NAND/NOR | 3 | 9.374
-- stage by stage --
stage               util (%)  hold slack, ps  total power, uW
floorplan                  -           442.8            112.8
global placement       5.788           490.2            125.2
detailed placement     5.788           486.4            126.6
CTS                    6.557           502.9            256.3
global route           6.557           522.5            266.5
finish                 6.557           498.5            247.3
-- worst register-to-register path: cells and delay by family, from the launching register on --
family / cells / cell delay [ps]
xor gates and xnor gates: 1 / 160
adders and majority gates: 1 / 260
DFF: 1 / 400
and+or+nand+nor: 1 / 60
-- power by group --
group	switching, uW	internal [uW]	total, uW
combinational	11.8	17.9	29.6
clock	34.2	87.8	122
sequential	4.66	91.0	95.6
-- worst max-delay path by stage --
stage | from | depth (start not counted) | endpoint | slack, ps
finish | clk2 | 1 | clk2 | 320
global route | clk2 | 1 | clk2 | 280
CTS | clk2 | 1 | clk2 | 290
Power is estimated from default activity; no workload was simulated.
