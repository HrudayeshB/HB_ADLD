<file path="config.mk">
export PLATFORM = sky130hd
export DESIGN_NAME = sync_fifo
export DESIGN_NICKNAME = sync_fifo
export VERILOG_FILES = /design/flow/design.v
export SDC_FILE = /design/flow/constraint.sdc
export NUM_CORES = 4
export LEC_CHECK = 1
export CORE_UTILIZATION = 30
</file>
<file path="constraint.sdc">
current_design sync_fifo

set clk_period 4.3
set clk_io_pct 0.2

create_clock -name clk0 -period $clk_period [get_ports {clk}]

set non_clock_inputs [all_inputs -no_clocks]
set_input_delay [expr $clk_period * $clk_io_pct] -clock clk0 $non_clock_inputs
set_output_delay [expr $clk_period * $clk_io_pct] -clock clk0 [all_outputs]
</file>
<file path="design.v">
module sync_fifo (clk, rst_n, wr_en, rd_en, wr_data, rd_data, full, empty);
input clk, rst_n, wr_en, rd_en;
input [7:0] wr_data;
output reg [7:0] rd_data;
output full, empty;
reg [4:0] wr_ptr, rd_ptr;  
reg [7:0] fifo_mem [15:0];  
always @ (posedge clk) begin
	if (!rst_n) begin
		wr_ptr <= 5'd0; rd_ptr <= 5'd0;
		rd_data <= 8'd0;
	end 
	if (wr_en & !full) begin
		fifo_mem[wr_ptr[4:0]] <= wr_data;
		wr_ptr <= wr_ptr + 4'd1;
	end
	if (rd_en & !empty) begin
		rd_data <= fifo_mem[rd_ptr[4:0]];
		rd_ptr <= rd_ptr + 4'd1;
	end
end
assign full = (wr_ptr[4] ^ rd_ptr[4]) & (wr_ptr[3:0] == rd_ptr[3:0]);
assign empty = (wr_ptr == rd_ptr);
endmodule
</file>
<file path="run.sh">
#!/bin/bash
# OpenROAD 26Q1-2900-gdf79404cd8, Yosys 0.63+post, stock flow scripts
make -C /OpenROAD-flow-scripts/flow DESIGN_CONFIG=/design/flow/config.mk WORK_HOME=/design/flow/orfs finish
</file>
==> out/results.ini <==
[run_status]
status=finished clean

[cts]
path_clk_slew_ns=0.05
root_buffer=clkbuf_16
cts_htree_levels=4
clkLatencyLatePin_ns=0.42
cts_tree=done
post_cts_buffers=0
cts.path.max_buffers=2
cts_num_sinks=150
hold_buffers=0
cts_resized=0
numCtsBuffers=17

[floorplanning]
core_area_sq_um=19780
die_h_microns=145.0
dieArea_sq_um=21030
initial_utilization_pct=31.02
num_rows=51
die_w_microns=145.0
ios=22

[hold_path]
min-delay-start=rd_ptr[0]$_DFFE_PP_
whs_path_depth=1
worstHoldPathType=flip-flop to flip-flop

[final_timing]
min_period_ns=3.026
fin_tns_setup_ns=0
slew_headroom_pct=36.50
fin_skew_ns=0.003963
worstMarginPinSlew_ns=0.9500
max_freq_mhz=330.4
period_used_pct=70.38
rsz0062_at_grt=false
hold_viol=0
fin_ws_ns=1.274
setup_viol_count_final=0
final_max_slew_viol_count=0

[placement]
port_buffers=21
hpwl_mm=7.334
gp_congestion=0.8027
place_worst_setup_slack_ns=1.489

[worst_setup_path]
cp_max_fo=15
r2r_cells=4
reg2reg_slack_ns=1.82
crit_arrival_ns=2.17
timing.rr.end=fifo_mem[0][2]$_DFFE_PP_
startpoint=wr_ptr[3]$_SDFFCE_PN0P_
setup.worst_path.end_class=primary output
path_class=flip-flop to primary output
cp-start-kind=flip-flop
r2r-start=wr_ptr[3]$_SDFFCE_PN0P_
worstPathRequired_ns=3.44

[power]
internal_power_uw=3104
ir_drop_mv=0.2382
p_total_uw=4137
switching_power_uw=1033
seqPwrFrac_pct=44.9
combPwrFrac_pct=19.1
power.leakage_uw=0.002341
power_density_nw_per_um2=577.5
p_clk_share_pct=36.0
swShare_pct=24.96

[synthesis]
yosysUniqueCellTypes=37
ff_type=edfxtp_1
simple_gate_area_share_pct=5.260
synth-adder-area-share_pct=1.019
netlist_instances=301
largest_area_cell=edfxtp_1
xor_share_pct=1.835
yosys.area.top_type_share_pct=71.44
ys_ff=150
netlist_area_sq_um=6137
synth.area.top_cells=edfxtp_1 (71%), mux4_1 (12%), o22ai_1 (1.6%)
ys_chip_area_sq_um=6137
yosys.area_share.aoi_pct=2.406
topCombFamilyByArea=multiplexers
yosys-stat-cells=301
ys_seq_share_pct=72.74
ys_sh_mux_pct=13.94
avgSynthCellArea_sq_um=20.39
async_flop_share_pct=0
edf_count=146
yosysWarnings=1

[routing]
first_pass_iters=4
diodes=0
wire_per_inst_microns=19.06
vias_per_cell=4.700
ant_nets=0
vias=2853
drc=0
drt_iter0_drc=190
wl_mm=11.57

[flow_run]
warnings=28
drv_cap=0

[grt]
grt_pass1_vias=3075
grtUsageTotal_pct=12.32
overflow=0
antenna_found_initial=0
grt_max_degree=26
grt_pass1_wl_mm=18.09

[layout]
area_growth_pct=16.72
n_fill_cell=1813
drive_above_1_share_pct=11.99

worst max-delay path by stage:
stage / to / slack [ns] / cells past startpoint
global route: full / 1.11 / 4
CTS: full / 1.25 / 4
finish: full / 1.27 / 4
power groups by stage:
stage | Sequential, uW | Combinational [uW] | Clock, uW
finish | 1860 | 791 | 1490
global route | 1870 | 865 | 1570
CTS | 1860 | 799 | 1520
cells by family (layout without fill, tap and decap cells):
family / after synthesis / in the layout
fa+ha+maj: 5 / 5
flops: 150 / 150
compound gates: 21 / 21
simple gates: 58 / 58
mux: 35 / 35
buf+inv: 20 / 61
xor+xnor: 12 / 12
flip-flops by register name, indices dropped and copies added, names as in the netlist, named ones only:
signal,cells
fifo_mem,128
rd_data,8
wr_ptr,5
rd_ptr,5
critical path: stages (launching register included):
cell	delay (ns)
edfxtp_1	0.63
xnor2_1	0.34
nand4_4	0.19
nor2_1	0.13
clkdlybuf4s50_1	0.46
stage by stage:
stage                     cell area [sq um]  hold WS [ns]  std cells  util, %
after floorplan                        6137        0.5423        301        -
after detailed placement               6569        0.6380        575    33.21
after global routing                   7163        0.6702        607    36.21
after CTS                              7163        0.6597        607    36.21
after global placement                 6569        0.6421        575    33.21
final                                  7163        0.6425        607    36.21
placed cells by master (no fill, tap or decap), drive strengths merged, types with 3 or more instances in the layout:
master	Yosys	final
edfxtp	146	146
mux4	32	32
clkdlybuf4s50	0	21
clkbuf	6	20
o22ai	16	16
nor2	14	14
nor3	10	10
nand2	9	9
xnor2	7	7
clkinv	0	7
and3	6	6
xor2	5	5
nand3	5	5
ha	5	5
buf	10	5
dfxtp	4	4
bufinv	0	4
inv	3	4
mux2i	3	3
cells in the mapped netlist, types with 2 or more instances:
cell type / n
and4b_1: 2
mux4_1: 28
edfxtp_1: 146
nand2_1: 9
nand2b_1: 2
mux2i_1: 3
nor2b_1: 2
and3_1: 6
nand3_1: 5
dfxtp_1: 4
clkbuf_1: 2
clkbuf_8: 3
nor2_1: 14
xnor2_1: 6
o22ai_1: 16
mux4_2: 4
xor2_1: 5
ha_1: 5
buf_2: 3
nor3_1: 10
nor4b_1: 2
inv_1: 3
buf_6: 7
metal layers:
| metal | wire [microns] | up-vias | share of wire (%) | global-route usage, % |
|---|---|---|---|---|
| li1 | - | 1309 | - | - |
| met1 | 4838 | 1419 | 42 | 17.05 |
| met2 | 5150 | 112 | 45 | 17.72 |
| met3 | 1402 | 13 | 12 | 7.692 |
| met4 | 178 | 0 | 1.5 | 1.596 |
| met5 | 0 | - | 0 | 0 |
cell type report:
| type | instances | area (sq um) | area share, % |
|---|---|---|---|
| inverters | 3 | 11.26 | 0.1572 |
| multi-input cells | 131 | 1514 | 21.14 |
| clock inverters | 12 | 157.7 | 2.201 |
| clock buffers | 20 | 436.7 | 6.096 |
| flip-flops and latches | 150 | 4464 | 62.32 |
| well taps | 265 | 331.6 | 4.629 |
| repair buffers | 26 | 247.7 | 3.459 |
Power is estimated from default activity; no workload was simulated.
